[run.sh]
#!/bin/bash
# OpenROAD 26Q1-2900-gdf79404cd8, Yosys 0.63+post, stock flow scripts
make -C /OpenROAD-flow-scripts/flow DESIGN_CONFIG=/design/flow/config.mk WORK_HOME=/design/flow/orfs finish
[config.mk]
export PLATFORM = sky130hd
export DESIGN_NAME = frequency
export DESIGN_NICKNAME = frequency
export VERILOG_FILES = /design/flow/design.v
export SDC_FILE = /design/flow/constraint.sdc
export NUM_CORES = 4
export LEC_CHECK = 1
export CORE_UTILIZATION = 40
[constraint.sdc]
current_design frequency

set clk_period 131.5
set clk_io_pct 0.2

create_clock -name clk0 -period $clk_period [get_ports {clk}]

set non_clock_inputs [all_inputs -no_clocks]
set_input_delay [expr $clk_period * $clk_io_pct] -clock clk0 $non_clock_inputs
set_output_delay [expr $clk_period * $clk_io_pct] -clock clk0 [all_outputs]
[design.v]
module frequency(clk,data,freq_out,mean);
	input clk;
	input [13:0] mean;
	input [11:0] data;
	output reg [9:0] freq_out;
	reg [1:0] mode;
	integer counter;
	integer freq_int;
	integer freq_const;
	integer counter_clk;
	reg clk_en;
	initial begin
		counter <= 'd0;
		counter_clk <= 'd0;
		mode <= 2'b00;
		freq_out <= 10'b0000000000;
		freq_const <= 50000000;   
	end
	always @(posedge clk) begin
		if(data <= mean && mode == 2'b00) begin
			counter <= counter + 'd1;
		end else if(data > mean && mode == 2'b00) begin
			freq_out <= freq_const / counter;
			counter <= 'd1;
			mode <= 2'b11;
		end else if(data > mean && mode == 2'b11) begin
			counter <= counter + 'd1; 
			mode <= 2'b01;
		end else if(data > mean && mode == 2'b01) begin
			counter <= counter + 'd1;
		end else if(data <= mean && mode == 2'b01) begin
			counter <= counter + 'd1;
			mode <= 2'b00;
		end
	end	
endmodule
==> run notes <==
Observations from the implementation run.

Status:
- The run finished with clean final reports.

Critical path:
- The run puts the number of cells on the worst reg-to-reg path at 312.
- Data arrives at the worst endpoint at about 89,000 ps.
- The setup path with the least slack is of type flip-flop to flip-flop.
- The run puts the longest individual stage delay on the worst path at 910 ps.
- The run puts the worst endpoint required time at between 100,000 and 150,000 ps.
- The run gives the most frequent cell on the critical path as sky130_fd_sc_hd__ha_1.
- The launch point of the worst register-to-register path is recorded as counter[1]$_DFFE_PP_.
- Looking at the reg2reg group, the worst path ends at freq_out[8]$_DFFE_PP_.
- The run gives the highest net fanout along the worst path as roughly 40.
- The run puts the register-to-register setup slack at 42,950 ps.
- The worst setup path is launched from a flip-flop.
- STA classifies the critical path endpoint as a flip-flop.
- Per STA, the startpoint of the critical path is counter[1]$_DFFE_PP_.
- The slowest stage of the critical path belongs to the cell sky130_fd_sc_hd__a2111oi_0.

Yosys:
- The run gives the synthesized area divided by synthesized cell count as 6.81 sq um.
- Summed over all instances, the cell type with the most area after synthesis is sky130_fd_sc_hd__ha_1.
- Among all flip-flop cells after synthesis, the most frequent one is sky130_fd_sc_hd__edfxtp_1.
- The run gives the post-synthesis sequential element count as between 40 and 50.
- The run puts the async set or reset register ratio after synthesis at 0%.
- By instance count, the leading cell after synthesis is sky130_fd_sc_hd__nor2_1.
- The run gives the Yosys chip area as between 30,000 and 40,000 sq um.
- The run puts the cell count in the Yosys report at 5,256.
- The warning tally printed by Yosys for this design is 1.
- The run gives the sequential share of the synthesized area as 3.69%.
- Sorting the synthesized cells by area gives the leading types as sky130_fd_sc_hd__ha_1, sky130_fd_sc_hd__xnor2_1, sky130_fd_sc_hd__a21oi_1, sky130_fd_sc_hd__nor2_1, sky130_fd_sc_hd__nand2_1.
- The run puts the post-synthesis instance total at roughly 5,300.
- The run gives the number of distinct library cell variants in the gate-level netlist after synthesis as 95.
- The run puts the number of flops mapped to enable cells by yosys at roughly 44.
- Yosys reports that the most numerous cell types are sky130_fd_sc_hd__nor2_1, sky130_fd_sc_hd__ha_1, sky130_fd_sc_hd__nand2_1, sky130_fd_sc_hd__a21oi_1, sky130_fd_sc_hd__o21ai_0.
- The run puts the area share of the largest cell type after synthesis at between 10% and 20%.
- The mapped netlist covers roughly 36,000 sq um.

Global routing:
- The run puts the initial antenna violation count at 5.
- The run gives the via count of the first global-routing pass as between 30,000 and 40,000.
- The run puts the remaining global-route overflow at 0.
- The run puts the largest net degree at the start of global routing at around 60.
- The run gives the global router's overall resource usage as between 30% and 40%.
- The run gives the wire length of the first global-routing pass as 244 mm.

Worst hold path:
- The run puts the hold-critical path depth at 2.
- Per the hold report, the tightest min-delay path originates at mode[0]$_SDFFCE_PN1P_.
- The tightest min-delay check is of the flip-flop to flip-flop type.
- For hold timing, the worst endpoint is mode[0]$_SDFFCE_PN1P_.

Routing:
- The run gives the final routed DRC violation total as 0.
- The run gives the detailed-route vias per instance as ~6.5.
- The run puts the number of detailed-route iterations in the first pass at 9.
- Nets still carrying antenna violations after routing amount to 0.
- The post-route report lists met1 wire length as just over 70 mm.
- In the detailed route, the total length drawn on met3 is ~15 mm.
- In this run the top signal layer used is met5.
- In the detailed route, the total length drawn on met2 is just under 70 mm.
- The run puts the number of DRC violations after detailed-routing iteration 0 at 4,225.
- The run puts the number of vias in the routed layout at 41,705.
- Dividing the detail-routed wire length by the instance count gives 25.8 microns.
- The run gives the total detailed-routing wirelength as roughly 170 mm.

Clocking:
- The run gives the root buffer cell as sky130_fd_sc_hd__clkbuf_16.
- The run gives the source-to-sink clock delay at the later pin of the worst-skew pair as slightly below 300 ps.
- The run puts the post-cts hold-fix buffer tally at 0.
- The run puts the clock slew seen by the registers of the worst setup and hold paths at 70 ps.
- TritonCTS built the clock tree.
- CTS built an H-tree with a depth of 2.
- The run puts the maximum clock insertion buffer count at 2.
- The run gives the number of CTS-inserted buffers as 5.
- The run gives the number of gates resized after CTS as 0.
- Once the clock tree was built, the setup fixing pass inserted 0 buffers.
- The run gives the number of clock sinks as 44.

Final timing:
- The run gives the worst clock skew as between 4 and 5 ps.
- The run puts the top achievable clock speed at 11.3 MHz.
- Endpoints failing hold in the final report were tallied at 0.
- The run gives the final-layout worst hold slack as between 600 and 700 ps.
- The run gives the final critical path time including I/O delays and setup as ~90,000 ps.
- The run gives the slew at the pin closest to its max-slew limit as ~1300 ps.
- The run gives the count of endpoints failing setup in the final report as 0.
- The run puts the total count of max-transition violations in the final report at 0.
- Checking max transition, the worst relative margin is between 10 and 15%.
- Setup repair after global routing left no endpoint under its margin.
- For the final routed database, the setup TNS stands at 0 ps.
- The final timing summary puts the cycle share of the worst path at between 60% and 70%.

Placement:
- The run puts the placed wire-length estimate at ~130 mm.
- The run puts the final weighted congestion of routability-driven global placement at around 1.1.
- The run gives the count of input and output buffers as 36.
- The run gives the total cell area at the placement stage as between 30,000 and 40,000 sq um.

Floorplanning:
- The run puts the effective utilization at floorplan at 40.5%.
- The run puts the vertical die size at ~300 microns.
- The floorplan step defined a die boundary enclosing about 90,000 sq um.
- According to the floorplan report, the die width is between 300 and 400 microns.
- The run puts the I/O pin count at 37.
- The run gives the core outline area as 88,500 sq um.
- The run gives the number of placement rows as 109.

Power and ir drop:
- The run puts the maximum VDD drop at roughly 0.0066 mV.
- The run gives the areal power density over the cells as 10.8 nW/um^2.
- The analysis attributes to cell leakage a power of roughly 17 nW.

Flow run:
- The run puts the number of warning messages in the logs at 29.
- The run puts the total of max-cap violations at 0.

Final layout:
- The run puts the final standard cell area without fillers at roughly 38,000 sq um.
- Between the synthesized netlist and the finished layout, the area growth was recorded as 7.11%.
- The run puts the filler cell count in the final layout at 9,186.
- Per the layout area report, the register area comes to approximately 1300 sq um.
- Of the cells placed in the final design, the portion with a size suffix greater than 1 is ~6.7%.
- The run gives the area used by multi-input combinational logic as between 30,000 and 40,000 sq um.
worst max-delay path: cells and delay by family (launching register included):
family,cells,cell delay (ps)
flops,1,570
simple gates,101,28690
compound gates,150,41780
fa+ha+maj,32,9830
xor+xnor,1,180
mux,4,1260
buf+inv,24,5700
worst max-delay path by stage:
stage / endpoint / depth (start not counted)
CTS: freq_out[8]$_DFFE_PP_ / 312
global route: freq_out[8]$_DFFE_PP_ / 312
finish: freq_out[8]$_DFFE_PP_ / 312
layout by cell type, fill, tap and decap left out, types with 44 or more instances in the layout:
cell type                  Yosys  final
sky130_fd_sc_hd__a211oi_1     53     52
sky130_fd_sc_hd__a21o_1      206    206
sky130_fd_sc_hd__a21oi_1     444    442
sky130_fd_sc_hd__a31oi_1      87     86
sky130_fd_sc_hd__and3_1       67     67
sky130_fd_sc_hd__buf_4         0    134
sky130_fd_sc_hd__edfxtp_1     44     44
sky130_fd_sc_hd__ha_1        512    512
sky130_fd_sc_hd__inv_1       185    184
sky130_fd_sc_hd__mux2_2       71     71
sky130_fd_sc_hd__nand2_1     486    486
sky130_fd_sc_hd__nand2b_1     82     82
sky130_fd_sc_hd__nand3_1     154    154
sky130_fd_sc_hd__nand4_1      66     66
sky130_fd_sc_hd__nor2_1      586    582
sky130_fd_sc_hd__nor2b_1      52     52
sky130_fd_sc_hd__nor3_1      142    140
sky130_fd_sc_hd__nor4_1       49     46
sky130_fd_sc_hd__o211ai_1     68     68
sky130_fd_sc_hd__o21a_1      152    151
sky130_fd_sc_hd__o21ai_0     331    329
sky130_fd_sc_hd__o21bai_1     49     49
sky130_fd_sc_hd__o31ai_1      49     49
sky130_fd_sc_hd__or3_1        57     57
sky130_fd_sc_hd__xnor2_1     259    254
sky130_fd_sc_hd__xor2_1      163    155
registers in the layout, indices dropped and copies added (netlist names):
| name | count |
|---|---|
| counter | 32 |
| freq_out | 10 |
| mode | 2 |
power breakdown:
| part | leakage, nW | internal (W) | switching [W] |
|---|---|---|---|
| combinational | 16.0 | 0.000139 | 0.000239 |
| sequential | 0.433 | 0.0000176 | 0.00000469 |
| clock | 0.0814 | 0.00000895 | 0.00000564 |
| total | 16.5 | 0.000165 | 0.000249 |
metrics by stage:
step | total power, W | std cells | worst slack [ps] | util, %
final | 0.000415 | 6404 | 42950 | 43.3
after global routing | 0.000447 | 6403 | 37590 | 43.3
after CTS | 0.000406 | 6403 | 45580 | 43.3
after detailed placement | 0.000389 | 6395 | 45930 | 43.1
after global placement | 0.000393 | 6395 | 46980 | 43.1
after floorplan | 0.000281 | 5256 | 55970 | -
routing by layer:
layer,up-vias,track usage (%)
met2,2114,53.4
met1,19385,51.4
li1,19810,-
met5,-,0
met3,394,6.45
met4,2,15.3
area by class of cell:
| type | count | share of cell area (%) |
|---|---|---|
| inverter | 186 | 1.82 |
| timing repair buffer | 170 | 3.56 |
| clock buffer | 5 | 0.326 |
| antenna | 1 | 0.00652 |
| multi-input combinational | 4830 | 86.9 |
| tap | 1165 | 3.80 |
| clock inverter | 3 | 0.111 |
| sequential | 44 | 3.44 |
kinds of logic (layout without fill, tap and decap cells):
logic type / Yosys count / count (layout) / synth area share, %
other cells: 0 / 1 / 0
xor+xnor: 423 / 423 / 10.4
fa+ha+maj: 512 / 512 / 17.9
compound gates: 1855 / 1855 / 34.7
flops: 44 / 44 / 3.69
simple gates: 1931 / 1931 / 25.9
mux: 109 / 109 / 3.34
buf+inv: 382 / 364 / 4.12
Power is estimated from default activity; no workload was simulated.
