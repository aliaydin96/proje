**design/flow/run.sh**
```bash
#!/bin/bash
# OpenROAD 26Q1-2900-gdf79404cd8, Yosys 0.63+post, stock flow scripts
make -C /OpenROAD-flow-scripts/flow DESIGN_CONFIG=/design/flow/config.mk WORK_HOME=/design/flow/orfs finish
```
**design/flow/config.mk**
```make
export PLATFORM = sky130hd
export DESIGN_NAME = oc_bb
export DESIGN_NICKNAME = oc_bb
export VERILOG_FILES = /design/flow/design.v
export SDC_FILE = /design/flow/constraint.sdc
export NUM_CORES = 4
export LEC_CHECK = 1
export CORE_UTILIZATION = 40
```
**design/flow/constraint.sdc**
```tcl
current_design oc_bb

set clk_period 4.5
set clk_io_pct 0.2

create_clock -name clk0 -period $clk_period [get_ports {clock}]

set non_clock_inputs [all_inputs -no_clocks]
set_input_delay [expr $clk_period * $clk_io_pct] -clock clk0 $non_clock_inputs
set_output_delay [expr $clk_period * $clk_io_pct] -clock clk0 [all_outputs]
```
**design/flow/design.v**
```verilog
module ADC	#(parameter CODING = 1'b1, parameter RANGE = 1'b0) 
	(clock, reset, ADC_CS_N, ADC_DIN, ADC_SCLK, ADC_DOUT,serial_parallel_data); 
	input clock, reset;
	reg [11:0] data;         
	output reg ADC_CS_N;          
	output reg ADC_DIN;           
	output reg ADC_SCLK;          
	input ADC_DOUT;               
	integer temp;
	output reg [11:0] serial_parallel_data;
	parameter QUIET0 = 3'b000, QUIET1 = 3'b001, QUIET2 = 3'b010;
	parameter CYCLE0 = 3'b100, CYCLE1 = 3'b101, CYCLE2 = 3'b110, CYCLE3 = 3'b111;
	reg [2:0] state;    
	reg [2:0] addr;     
	reg [3:0] count;    
	reg [14:0] buffer;  
	integer counter_clk;
	reg clk;
	initial begin
		ADC_CS_N <= 1'b1;
		ADC_DIN <= 1'b0;
		ADC_SCLK <= 1'b1;
		state <= QUIET0;
		addr <= 3'b0;
		count <= 4'b0;
		buffer <= 15'b0;
		data <= 12'b0;
		temp <= 'd0;
	end
	wire [3:0] count_incr;  
	reg ctrl;               
	assign count_incr = count + 1'b1;
	always @(*)
		case (count)
			4'b0000:  
				ctrl = 1'b1;
			4'b0001:  
				ctrl = 1'b0;
			4'b0010:  
				ctrl = 1'bx;
			4'b0011:  
				ctrl = 0;  
			4'b0100:  
				ctrl = 0;  
			4'b0101:  
				ctrl = 0;  
			4'b0110:  
				ctrl = 1'b1;
			4'b0111:  
				ctrl = 1'b1;
			4'b1000:  
				ctrl = 1'b0;
			4'b1001:  
				ctrl = 1'bx;
			4'b1010:  
				ctrl = RANGE;
			4'b1011:  
				ctrl = CODING;
			default:  
				ctrl = 1'bx;
		endcase
	always @(posedge clock) begin
		if(counter_clk == 'd4) begin
			counter_clk <= 'd0;
			clk = 1;
		end else begin
			counter_clk <= counter_clk + 1;
			clk <= 0;
		end
	end
	always @(posedge clk)
		if (reset)
			begin
				ADC_CS_N <= 1'b1;
				ADC_DIN <= 1'b0;
				ADC_SCLK <= 1'b1;
				state <= QUIET0;
				addr <= 3'b0;
				count <= 4'b0;
				buffer <= 15'b0;
			end
		else
			begin
				case (state)
					QUIET0:  
						begin
							state <= QUIET1;
							data <= buffer[11:0];
							serial_parallel_data <= data[11:0];
						end
					QUIET1:
						begin
							state <= QUIET2;
						end
					QUIET2:  
						begin
							state <= CYCLE0;
							ADC_CS_N <= 1'b0;
							ADC_DIN <= ctrl;
							count <= count_incr;
						end
					CYCLE0:  
						begin
							state <= CYCLE1;
							ADC_SCLK <= 1'b0;
						end
					CYCLE1:
						begin
							state <= CYCLE2;
						end
					CYCLE2:  
						begin
							state <= CYCLE3;
							ADC_SCLK <= 1'b1;
						end
					CYCLE3:  
						begin
							if (count == 4'b1111)  
								begin
									state <= QUIET0;
									ADC_CS_N <= 1'b1;
									addr <= addr + 1'b1;
								end
							else
								begin
									state <= CYCLE0;
								end
							ADC_DIN <= ctrl;
							buffer <= {buffer[13:0], ADC_DOUT};
							count <= count_incr;
						end
				endcase
			end
endmodule
module magnitude(voltage,clk,amp,dc_offset);
input [11:0] voltage; 
input clk;
output reg [11:0] amp;
integer counter;
output reg [11:0] dc_offset;
reg [11:0] max;
reg [11:0] min;
initial 
begin 
amp <= 12'b0; 
max <= 12'b0;
min <= 12'b1;
end
always @(posedge clk)
begin
	if(max<voltage) max<=voltage;
	else max<=max;
	if(min>voltage) min<=voltage;
	else min<=min;
	amp<=(max-min);
	dc_offset<=(max+min)/2;
	counter<=counter+1;
	if(counter==49999999)
	begin
		amp <= 12'b0; 
		max <= 12'b0;
		min <= 12'b1;
		counter <= 'd0;
	end
end
endmodule
module oc_bb(clock, reset, ADC_CS_N, ADC_DIN, ADC_SCLK, ADC_DOUT, output_led);
	input clock, reset;
	output wire  [11:0] output_led;
	output wire ADC_CS_N;          
	output wire  ADC_DIN;           
	output wire ADC_SCLK;          
	input ADC_DOUT;               
	wire [11:0] serial_parallel_data;
ADC oro(.clock(clock), .reset(reset), .ADC_CS_N(ADC_CS_N), .ADC_DIN(ADC_DIN), .ADC_SCLK(ADC_SCLK), .ADC_DOUT(ADC_DOUT), .serial_parallel_data(serial_parallel_data));
magnitude bb(.voltage(serial_parallel_data), .clk(clock), .dc_offset(output_led));
endmodule 
```
==> results.txt <==
Summary of the current implementation state.

- The flow ran to the end, and the final reports show no timing, DRC or antenna violations.
- The number of search-and-repair iterations in the first detailed-routing pass is 5, for reference.
- The main area contributors are dfxtp_1, edfxtp_1, ha_1.
- The number of placed instances, taps included, is 869.
- The final sum of negative setup slack is 0 ns, for reference.
- TritonCTS built the clock tree.
- The fraction of the cycle the final worst path needs is 0.514, for reference.
- The critical setup path kind is flip-flop to flip-flop, for reference.
- The power density over cell area is 230 nW/um^2, for reference.
- Detailed placement ended at an HPWL of 7.46 mm.
- The class of the tightest hold or removal check is flip-flop to flip-flop, for reference.
- Per the detail_route report, the via count comes to 4329.
- For the pin with the worst max-slew slack, the measured transition is 0.900 ns.
- Yosys reported a register bit count of 147.
- The largest net degree at the start of global routing is 47, for reference.
- The synthesized area divided by synthesized cell count is 9.83 sq um, for reference.
- The first-pass GRT wire length is 17.8 mm, for reference.
- Measured on the finished design, the core utilization comes to 0.461.
- The worst setup timing slack at the placement stage is 2.19 ns, for reference.
- The proportion of power drawn by the clock network is 0.449, for reference.
- The final hold violation count is 0, for reference.
- The OpenROAD report gives the critical path a required time of 4.70 ns.
- The async set-reset flop share out of synthesis is 0, for reference.
- The timing report gives the biggest stage delay along the critical path as 0.63 ns.
- After synthesis, the chip area reported by Yosys is 6420 sq um.
- The count of H-tree levels built during CTS is 3, for reference.
- The final critical delay including setup and external delays is 2.31 ns, for reference.
- The effective utilization at floorplan is 0.416, for reference.
- Per the post-CTS timing run, clock transition at the registers of the reported paths is 0.07 ns.
- The skew report gives the latency at the later pin of the worst-skew pair as 0.35 ns.
- The clock passes through at most 2 buffers.
- The total power of the final layout is 1.64 mW, for reference.
- The DRC violation count after routing is 0, for reference.
- The leakage dissipation is 2.67 nW, for reference.
- Per the log, the first TritonRoute iteration ended with a DRC count of 152.
- The post-CTS setup buffer count is 0, for reference.
- The count of cells in the finished layout, fillers not included, comes to 885.
- The weighted congestion reported at the end of routability-driven placement is 0.854, for reference.
- The switching portion of total power comes to 0.216.
- In the synthesized netlist, the cells that appear most often are dfxtp_1, nand2_1, nand3_1.
- In the final report, the number of endpoints failing setup comes to 0.
- The worst slew margin relative to its limit is 0.395, for reference.
- The slowest stage of the critical path is the nand4_1 cell.
- The number of buffers inserted for hold repair after clock tree synthesis is 0, for reference.
- The count of endpoints without a timing constraint is 73, for reference.
- The arrival time of data at the worst endpoint is listed as 2.52 ns.
- The CTS root buffer is clkbuf_16, for reference.
- The routed wire length per instance is 11.3 um, for reference.
- The floorplan die height is 129 um, for reference.
- The area of the mapped netlist is 6420 sq um, for reference.
- The final clock skew is 0.00902 ns, for reference.
- Along the worst path, the maximum fanout reaches 21.
- TritonCTS created 9 clock buffers.
- The cell-internal power is 1.28 mW, for reference.
- The post-CTS resize count is 0, for reference.
- The fraction of power consumed by sequential logic is 0.547, for reference.
- The width of the die is 129 um, for reference.
- The maximum frequency from static timing analysis is 0.432 GHz, for reference.
- The global route stage reports its total congestion overflow as 0.
- The category of the worst setup path capture point is a flip-flop, for reference.
- The signal on the critical path passes through ha_1 > and4_4 > nand3_4 > nor2_1 > nand4_1 > nand3_1 > o31ai_1.
- Setup repair after global routing left no endpoint under its margin.
- In this run the full chip footprint comes out at 16600 sq um.
- From synthesis to final layout, the design area changed by 10.7%.
- The count of flip-flops with a built-in enable after synthesis is 24, for reference.
- The count of buffers inserted at the top-level ports is 17, for reference.
- The number of register pins that no clock reaches is 46, for reference.
- The maximum vdd ir drop is 190 uV, for reference.
- According to the floorplan log, the row count is 45.
- The via count of the first global-routing pass is 3891, for reference.
- The count of synthesis-stage warnings from yosys is 2, for reference.
- In the Yosys report the total cell count is 653.
- The library cell occupying the most area in the post-synthesis netlist is dfxtp_1, for reference.
- The number of warnings the tools reported is 27, for reference.
- The final antenna diode count is 0, for reference.
- For this run, the total global-route usage over all layers was measured as 0.135.
- 18 I/O pins were placed.
- The critical path startpoint category is a flip-flop, for reference.
- Looking at the gate-level netlist, the highest instance count belongs to dfxtp_1.
- For this run, the register share of the synthesized area comes to 0.496.
- Pins over their slew limit in the final report were tallied at 0.
- In this run the standard cell core region covers 15400 sq um.
- The ratio of routed vias to standard cells is 4.89, for reference.
- Per the synthesis report, the number of distinct cell types is 50.
- The share of cells above drive strength 1 is 0.0593, for reference.
- The share of Yosys cell area claimed by the top area cell type is 0.384, for reference.
- The net switching power is 0.354 mW, for reference.
- The synthesis report names the predominant flop master as dfxtp_1.
- Setup slack on the critical path of the routed design comes to 2.19 ns.
- The final wirelength is 10.0 mm, for reference.
- The initial antenna violation count is 0, for reference.
- The power report attributes to the combinational group a share of 0.005.
- Synthesis produced 653 cells.
- The number of maximum-capacitance violations recorded for the run is 0.
- The remaining antenna violation count after routing is 0, for reference.
[flip-flops by register name (all words and copies together) (netlist names)]
signal	flops
oro.ADC_SCLK	1
oro.state	3
oro.ADC_CS_N	1
oro.count	4
bb.max	12
bb.dc_offset	12
bb.min	12
oro.buffer	12
oro.ADC_DIN	1
oro.data	12
bb.counter	32
oro.serial_parallel_data	12
oro.clk	1
oro.counter_clk	32
[power groups by stage]
| stage | clock network (mW) | registers, mW | logic, mW |
|---|---|---|---|
| 5_1_grt | 0.784 | 0.894 | 0.00859 |
| 6_report | 0.734 | 0.895 | 0.00768 |
| 4_1_cts | 0.749 | 0.895 | 0.00792 |
[kinds of logic after synthesis]
| family | synth area share |
|---|---|
| xor gates and xnor gates | 0.101 |
| DFF | 0.496 |
| buffers and inverters | 0.0259 |
| and+or+nand+nor | 0.210 |
| adders and majority gates | 0.0792 |
| muxes | 0.00156 |
| AOI/OAI and AO/OA | 0.0862 |
[cell type report]
type | count | area [sq um]
clock buffer | 10 | 229
clock inverter | 6 | 56.3
fill | 1403 | 8320
inverter | 24 | 90.1
multi-input combinational | 465 | 3070
sequential | 147 | 3180
tap | 211 | 264
timing repair buffer | 22 | 208
[layout by cell type (no fill, tap or decap), types with 8 or more instances in the layout]
cell             synthesis  layout
clkdlybuf4s50_1          0      17
xor2_1                  24      24
nand4_1                 19      19
inv_1                   24      24
a21oi_1                 46      46
nor2_1                  42      42
dfxtp_1                123     123
nand3_1                 51      51
nor2b_1                  9       9
and3_1                   8       8
nand2_1                 74      74
xnor2_1                 50      50
edfxtp_1                24      24
clkbuf_16                0       9
o21ai_0                 33      33
ha_1                    39      39
[through the flow]
| stage | hold WS [ns] | instance area (sq um) |
|---|---|---|
| finish | 0.463 | 7100 |
| detailed placement | 0.450 | 6820 |
| global placement | 0.441 | 6820 |
| global route | 0.485 | 7100 |
| floorplan | 0.426 | 6420 |
| CTS | 0.466 | 7100 |
[worst max-delay path: cells and delay by family, from the launching register on]
kind                     cells  cell delay [ns]
AND/OR/NAND/NOR              5             1.49
AND-OR/OR-AND                1             0.09
adder cells (fa/ha/maj)      1             0.22
flip-flops                   1             0.36
[path summary, 6_finish.rpt]
check	from	to	slack, ns	cells after the start
min reg2reg	bb.counter[0]	bb.counter[0]	0.46	1
max reg2reg	bb.counter[0]	bb.min[1]	2.19	7
min	bb.counter[0]	bb.counter[0]	0.46	1
max	bb.counter[0]	bb.min[1]	2.19	7
[layer usage]
metal  global-route usage  share of wire
met1                0.216           0.53
met2                0.200           0.42
met3               0.0301          0.034
met4               0.0152          0.013
met5                    0              0
No activity file was given, so power comes from the tool's default toggle rates.
