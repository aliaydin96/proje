===== flow/design.v =====
module control(clk,start_button,switch,led_out,ssm);
input clk, start_button;
input [1:0] switch;
output reg [9:0] led_out;
output reg [3:0] ssm;
integer counter;
reg clock_en;
integer start_counter, ssm_counter;
integer tb,ta,led_out1;
initial 
begin
counter<=0;
clock_en<=0;
start_counter<=0;
led_out<=0;
ssm_counter =0;
led_out1=0;
tb=0;
ta=0;
end
always @(posedge clk)
begin
	if(switch==2'b11 || switch== 2'b01)
		begin
			if(counter=='d49999999)
			begin
				counter<=0;
				clock_en<=1;
			end
		else 
			begin	
				counter<=counter+1;
				clock_en<=0;
			end
	end
	else if(switch==2'b10)
	begin
		if(counter=='d24999999)
			begin
				counter<=0;
				clock_en<=1;
			end
			else 
			begin	
			counter<=counter+1;
			clock_en<=0;
			end
	end else begin
		counter<='d0;
		clock_en <=0;
	end
end
always @(posedge clk)
begin
	if(start_button ==0 && start_counter<'d2)
	begin
		start_counter<=start_counter+1;
	end
	else if(start_button==1)
	begin 
	start_counter<=0;
	end
end
always @(posedge clk)
begin 
	if(start_counter=='d1) 
			begin 
			tb <= 1;
			led_out <= 9'b0;
			led_out1=0;
			ta <= 1;
			end
	case(switch)
		2'b01:begin  if(tb==1 && led_out<=9'b1111111111  )
				begin
						led_out<={led_out[9:0],1'b1};
						ssm<='d9-led_out1;
						led_out1<= led_out1 +1;
						if ( led_out==9'b1111111111) tb<=0;
				end
				end
		2'b10:begin if(tb==1 && led_out<9'b0011111111 )
		begin
						led_out<={led_out[6:0],1'b1};
						if(ssm_counter==1)begin
							ssm_counter <= 0;
						end else begin
							ssm <= 'd3-(led_out1);
							led_out1<= led_out1 +1;
							ssm_counter <= ssm_counter +'d1;
						end
						if(led_out==9'b0011111111) tb<=0;
		end end
		2'b11: begin if(ta==1)
		begin
				led_out <= ~led_out;
				ssm<='d10;
		end
		end
		default: begin
			ta <=0;
			tb<= 0;
			led_out <=0;
			led_out1<=0;
		end
	endcase
end
endmodule 

===== flow/run.sh =====
#!/bin/bash
# OpenROAD 26Q1-2900-gdf79404cd8, Yosys 0.63+post, stock flow scripts
make -C /OpenROAD-flow-scripts/flow DESIGN_CONFIG=/design/flow/config.mk WORK_HOME=/design/flow/orfs finish

===== flow/config.mk =====
export PLATFORM = sky130hd
export DESIGN_NAME = control
export DESIGN_NICKNAME = control
export VERILOG_FILES = /design/flow/design.v
export SDC_FILE = /design/flow/constraint.sdc
export NUM_CORES = 4
export LEC_CHECK = 1
export CORE_UTILIZATION = 40

===== flow/constraint.sdc =====
current_design control

set clk_period 7.3
set clk_io_pct 0.2

create_clock -name clk0 -period $clk_period [get_ports {clk}]

set non_clock_inputs [all_inputs -no_clocks]
set_input_delay [expr $clk_period * $clk_io_pct] -clock clk0 $non_clock_inputs
set_output_delay [expr $clk_period * $clk_io_pct] -clock clk0 [all_outputs]

==> changes_impl.md <==
## Flow update

* Dpl cells at 567
* Cell count of the worst reg-to-reg path at 4
* Clock Skew at 0.008390 ns
* Setup_tns at 0 ns
* Setup ws final at 3.695 ns
* Tool warnings at 28
* Mapped cell area at 4787 um2
* Vias at 2965
* CP Launch Point: switch[0]
* Cycle use final at 49.38%
* Die area at 12410 um2
* Maximum clock path buffer count at 2
* Crit path launch type: input pin
* Pwr/cell area at 254.1 nW/um2
* Top-count cell post-synth: edfxtp_1
* Global-route wire length before repair at 13800 um
* Area delta synth->final at 21.41%
* Hold Vio Cnt, Final at 0
* Pins Over Slew Limit at 0
* DIE WIDTH at 111.4 um
* # setup viols final at 0
* CP Capture Type: register
* Tot GR Track Use at 14.59%
* Fmax at 277.4 MHz
* Yosys Instances at 382
* Die height at 111.4 um
* Pre-Place Util at 41.57%
* Syn Inst Count at 382
* YS warnings at 3
* Post-synth top cells: edfxtp_1 (68), dfxtp_1 (47), and2_1 (35)
* N_diodes at 0
* Slew margin rel. at 45.71%
* Pre-CTS WS at 3.321 ns
* Post-layout util at 50.47%
* Clock net sink count at 115
* Pleak at 2.178 nW
* Clock root buffer: clkbuf_16
* CTS Hold Buffers Added at 0
* Synth async-reset ratio at 0%
* CTS buffer count at 17
* Final Non-Filler Cells at 598
* Max-cap violations at 0
* DR vias/cell at 4.958
* Status: finished clean
* Ys flop type: edfxtp_1
* WL final at 7928 um
* Final ANT Viol Nets at 0
* Router iterations before antenna repair at 20
* P_sw at 0.2833 mW
* H-tree Lvls at 4
* Worst-Margin Slew at 0.8128 ns
* Crit Path Class: input pin to register
* DRC Markers at 0
* 1st-iter DRT viols at 182
* Dominant cell area share at 42.66%
* Worst reg2reg startpoint: start_counter[10]
* Design Power at 1.477 mW
* Worst hold path type: register to register
* Post-synth EDFFs at 68
* Register share after synthesis at 62.31%
* Clock network fraction of total power at 51.1%
* Post-DP HPWL at 5358 um
* Late-Pin Clk Latency at 0.40 ns
* Yosys chip area at 4787 um2
* Data required time of the worst path at 7.33 ns
* TritonCTS clock tree: built
* Distinct cells, synth at 53
* Peak VDD IR at 156.3 uV
* Unrepaired setup endpoints after global routing: no
* Vias in the first global route at 2860
* Mean Syn Cell Area at 12.53 um2
* Core region area at 11520 um2
* Biggest area cells: edfxtp_1 (43%), dfxtp_1 (20%), and2_1 (4.6%)
* Largest fanout on the critical path at 12
* Overflow after GRT at 0
* Routed WL per cell at 13.26 um
* Flop pwr share at 47.4%
* Flops & latches, synth at 115
* Synth area leader: edfxtp_1
* I/O pins at 18
* Reg-to-Reg End: start_counter[4]
* Layout cells sized above 1 at 10.77%
* PortBufs at 17
* Routability Congestion at 0.8828
* Initial antenna violation count at 0
* Site Rows at 39
* WP data arrival at 3.64 ns
* Clock transition at path regs at 0.05 ns
* P_int at 1.194 mW
* # resized after CTS at 0
* Largest net degree at the start of global routing at 33
* Setup slack, reg-to-reg at 4.53 ns
* Post-CTS Setup Bufs at 0
* Critical path endpoint: ssm[0]
* Sw frac at 19.18%
* Combinational Power Share at 1.5%
* Minimum clock period at 3.605 ns
## power groups by stage
stage / clock (mW) / sequential [mW] / combinational (mW)
final: 0.755 / 0.700 / 0.0219
after global routing: 0.803 / 0.701 / 0.0250
after CTS: 0.772 / 0.700 / 0.0220
## worst max-delay path, cell delays in order
cell             delay [ns]
clkdlybuf4s50_1        0.60
a211oi_1               0.37
a21boi_0               0.59
a22oi_1                0.16
o21ai_0                0.46
## per-layer routing
layer,up-vias,part of all wire (%),track usage (%),routed length (um)
met5,-,0,0,0
met4,0,0.53,2.072,42
met3,2,6.4,5.263,511
met2,53,40,18.50,3203
met1,1382,53,26.05,4171
li1,1528,-,-,-
## per-stage QoR
step | hold slack, ns | instance area (um2)
finish | 0.4559 | 5812
floorplan | 0.4209 | 4892
global placement | 0.4345 | 5264
global route | 0.4720 | 5812
detailed placement | 0.4391 | 5264
CTS | 0.4532 | 5812
## how the worst min path moves through the flow
stage           from     end  slack [ns]  cells past startpoint
CTS           tb[29]  tb[29]        0.45                      1
global route  tb[29]  tb[29]        0.47                      1
finish        tb[14]  tb[14]        0.46                      1
## registers in the layout, indices dropped and copies added (netlist names)
| name | flops |
|---|---|
| ta | 1 |
| start_counter | 32 |
| led_out1 | 4 |
| tb | 32 |
| led_out | 10 |
| ssm | 4 |
| ssm_counter | 32 |
## layout make-up
| type | count | area, um2 |
|---|---|---|
| fillers | 979 | 5704 |
| flip-flops and latches | 115 | 2983 |
| multi-input cells | 274 | 1841 |
| clock buffers | 18 | 429.2 |
| repair buffers | 22 | 207.7 |
| well taps | 143 | 178.9 |
| clock inverters | 13 | 118.9 |
| inverters | 13 | 53.80 |
## cell families (layout without fill, tap and decap cells)
family,Yosys count,after routing,share of synthesized area (%)
flip-flops,115,115,62.31
adder cells (fa/ha/maj),7,7,1.830
multiplexers,2,2,0.5488
AND/OR/NAND/NOR,167,167,20.75
buffers and inverters,21,66,1.777
AND-OR/OR-AND,36,36,6.665
other,1,29,0.07834
XOR/XNOR,33,33,6.038
## placed cells by master, fill, tap and decap left out, types with 8 or more instances in the layout
master	Yosys	layout
edfxtp_1	68	68
dfxtp_1	47	47
and2_1	35	35
conb_1	1	29
nor2_1	28	27
nor4_1	25	25
xnor2_1	19	19
clkbuf_16	0	17
clkdlybuf4s50_1	0	17
nand4_1	14	14
xor2_1	14	14
nand2_1	13	13
nand3_1	13	13
inv_1	10	10
a221o_1	8	8
Power is estimated from default activity; no workload was simulated.
